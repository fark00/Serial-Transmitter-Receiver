<file path="/design/flow/config.mk">
export PLATFORM = sky130hd
export DESIGN_NAME = Sender
export DESIGN_NICKNAME = Sender
export VERILOG_FILES = /design/flow/design.v
export SDC_FILE = /design/flow/constraint.sdc
export NUM_CORES = 4
export LEC_CHECK = 1
export CORE_UTILIZATION = 40
</file>
<file path="/design/flow/constraint.sdc">
current_design Sender

set clk_period 6.7
set clk_io_pct 0.2

create_clock -name clk0 -period $clk_period [get_ports {Clk}]

set non_clock_inputs [all_inputs -no_clocks]
set_input_delay [expr $clk_period * $clk_io_pct] -clock clk0 $non_clock_inputs
set_output_delay [expr $clk_period * $clk_io_pct] -clock clk0 [all_outputs]
</file>
<file path="/design/flow/design.v">
module Sender(Clk, Send, Out, Send_flag);
parameter [7:0] Packet_Length = 8'h14;
input Clk, Send;
output reg [7:0] Out;
output reg Send_flag;
integer count;
integer parity_count;
reg [2:0] state;
reg [7:0] data;
always @(posedge Clk)
begin
	case(state)
		3'b000: if(Send) state = 3'b001;
		3'b001: state = 3'b010;
		3'b010: if(count >= Packet_Length) state = 3'b011;
		3'b011: state = 3'b100;
		3'b100: state = 3'b100;
		default: state = 3'b000;
	endcase
	if (state == 3'b000)
	begin
		count = 0;
		Send_flag = 0;
	end	
	if (state == 3'b001)
	begin
		Out = Packet_Length;
		Send_flag = 1;
		parity_count = one_count(Packet_Length);
	end
	if (state == 3'b010)
	begin
		data = $random % 8;
		parity_count = parity_count + one_count(data);
		Out = data;
		count = count + 1;
	end
	if (state == 3'b011)
	begin
		if(parity_count % 2 == 0)
			Out = 0;
		else
			Out = 1;
	end
	if (state == 3'b100)
		Send_flag = 0;
end
function [2:0] one_count;
	input [7:0] data;
	integer i;
	begin
	one_count = 3'b0;
	for(i = 0 ; i < 8 ; i = i + 1)
		if(data[i] == 1)
			one_count = one_count + 1;
	end
endfunction
endmodule
</file>
<file path="/design/flow/run.sh">
#!/bin/bash
# OpenROAD 26Q1-2900-gdf79404cd8, Yosys 0.63+post, stock flow scripts
make -C /OpenROAD-flow-scripts/flow DESIGN_CONFIG=/design/flow/config.mk WORK_HOME=/design/flow/orfs finish
</file>
==> results.json <==
{
  "required_ns": 6.93,
  "htreeDepth": 2,
  "crit_type": "primary input to register",
  "grt.overflow.total": 0,
  "dr.pass1.iters": 4,
  "syn_area_um2": 2060,
  "fmax_mhz": 245,
  "yosysTopAreaCellShare": 0.359,
  "hold_viol": 0,
  "core_um2": 4850,
  "period_used_share": 0.609,
  "worstHoldPathType": "register to register",
  "post_cts_resized": 0,
  "yosys_most_used_dff": "dfxtp_1",
  "dieArea_um2": 5440,
  "ys_warn_count": 3,
  "cp_max_fo": 10,
  "cts-hold-fix-buffers": 0,
  "slowest_stage": "clkdlybuf4s50_1",
  "routed_wl_um": 4600,
  "postRouteAntennaNets": 0,
  "syn_inst": 240,
  "worstSetupEndpointType": "register",
  "path_buffers": 3,
  "grt_max_degree": 20,
  "wire_per_inst_um": 14.7,
  "clk_pin_slew_ns": 0.08,
  "slowest_delay_ns": 0.51,
  "cts_inserted_buffers": 5,
  "grt_pass1_vias": 1534,
  "path_cells": "clkdlybuf4s50_1 -> and2_1 -> a21boi_1 -> o21ai_0 -> inv_1 -> ha_1 -> nand2b_1 -> nor2_1 -> a31oi_1 -> buf_4 -> or4_1 -> a21oi_1",
  "ys_area_um2": 2060,
  "portBuffers": 5,
  "synth-edff-count": 2,
  "crit_end": "count[14]",
  "worst_path_dominant_cell_family": "AND-OR/OR-AND gates",
  "cellPowerDensity_nw_per_um2": 287,
  "maxCapViolCount": 0,
  "diodes": 0,
  "log.warning_count": 25,
  "slew_headroom": 0.531,
  "setup_violations": 0,
  "ios": 11,
  "vias": 1759,
  "grt_util_all_layers": 0.190,
  "fp_util": 0.425,
  "gp_congestion": 0.837,
  "setup_tns_ns": 0,
  "skew_ns": 0.0109,
  "drv_slew": 0,
  "rsz0062_at_grt": "no",
  "avgSynthCellArea_um2": 8.59,
  "ys_seq_share": 0.389,
  "antenna_found_initial": 0,
  "p_leak_nw": 0.738,
  "ys_seq_elements": 39,
  "area_growth_pct": 8.32,
  "drt_iter0_markers": 127,
  "r2r_slack_ns": 3.46,
  "layout-drive-gt1-share": 0.0772,
  "layout_top_cells": "dfxtp_1, nor2_1, o21ai_0",
  "async_flop_share": 0,
  "startpoint": "Send",
  "reg2reg_depth": 12,
  "die_width_um": 73.8,
  "drc_errors": 0,
  "r2r-start": "count[3]",
  "place_area_um2": 2150,
  "fin_area_um2": 2230,
  "vias_per_cell": 5.62,
  "synth_area_leader_cell": "dfxtp_1",
  "post_cts_buffers": 0,
  "hold_ws_ns": 0.443,
  "placementRows": 25,
  "cts_buffer_depth": 2,
  "cts_sinks": 39,
  "ir_drop_v": 0.000145,
  "insertion_delay_ns": 0.30,
  "yosys_cells": 240,
  "grt_pass1_wl_um": 7790,
  "min_period_ns": 4.08,
  "max_slew.worst_pin.slew_ns": 0.700,
  "dp_hpwl_um": 3220,
  "worstPathArrival_ns": 4.31,
  "cts_tree": "done",
  "nFillCells": 479,
  "start_kind": "primary input",
  "reg2reg_to": "count[14]",
  "yosys-top-cells-area": "dfxtp_1, or4_1, o21ai_0",
  "layout_top_cell": "dfxtp_1",
  "status": "completed",
  "crit_cells": 12,
  "fin_util": 0.460,
  "cts-root-buf": "clkbuf_8",
  "synth_cell_types": 46,
  "fp.dieH_um": 73.8
}
==> how the worst min path moves through the flow <==
| stage | startpoint | end | cells after the start |
|---|---|---|---|
| 6_report | parity_count[0] | parity_count[0] | 1 |
| 5_1_grt | parity_count[0] | parity_count[0] | 1 |
| 4_1_cts | parity_count[0] | parity_count[0] | 1 |
==> report_power, final <==
part / switching (W) / internal (W) / leakage, nW
clock: 0.0000845 / 0.0000713 / 0.0477
combinational: 0.000126 / 0.0000741 / 0.372
sequential: 0.0000258 / 0.000258 / 0.319
total: 0.000237 / 0.000403 / 0.738
==> sequential cells by signal (all words and copies together) (netlist names) <==
register and flops:
parity_count 1, count 32, state 3, Out 2, Send_flag 1
==> metal layers <==
| layer | global-route usage | up-vias | routed length, µm |
|---|---|---|---|
| li1 | - | 904 | - |
| met1 | 0.319 | 811 | 2370 |
| met2 | 0.263 | 32 | 1960 |
| met3 | 0.0291 | 12 | 163 |
| met4 | 0.0321 | 0 | 99 |
| met5 | 0 | - | 0 |
==> synthesized netlist by cell type (all sizes together) (5+ instances only) <==
cell type  instances
inv                5
nand4             10
or3                6
or4               13
dfxtp             37
nor4              10
buf                8
nor2              21
o31ai             12
o21ai             19
xor2               6
clkbuf             6
nand2             13
nand3             12
a21oi             18
==> cell type report <==
type                       count  area (µm²)  share of cell area
timing repair buffer           8        72.6              0.0325
tap                           67        83.8              0.0376
clock inverter                 3        15.0             0.00673
sequential                    39         801               0.359
clock buffer                   5        68.8              0.0308
multi-input combinational    186        1170               0.525
inverter                       5        18.8             0.00841
==> stage by stage <==
| stage | total power, W | std cells | worst slack [ns] |
|---|---|---|---|
| after floorplan | 0.000427 | 244 | 3.45 |
| after detailed placement | 0.000488 | 305 | 2.31 |
| final | 0.000640 | 313 | 2.62 |
| after global routing | 0.000681 | 313 | 2.25 |
| after global placement | 0.000489 | 305 | 2.40 |
| after CTS | 0.000645 | 313 | 2.59 |
==> cells by family after synthesis <==
group / Yosys count / synth area share
adders and majority gates: 1 / 0.00607
muxes: 5 / 0.0249
buffers and inverters: 19 / 0.0498
AOI/OAI and AO/OA: 59 / 0.172
and+or+nand+nor: 106 / 0.315
DFF: 39 / 0.389
xor gates and xnor gates: 10 / 0.0425
other: 1 / 0.00182
No activity file was given, so power comes from the tool's default toggle rates.
