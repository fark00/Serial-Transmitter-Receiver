$ cat design.v
module Transmitter(Packet, tClk, Send_flag, Dout, Busy, Dout_Valid);
input [7:0] Packet;
input tClk, Send_flag;
output reg Dout, Busy, Dout_Valid;
integer i = 0;
integer counter = 0;
reg [7:0] Packet_Length = 0;
always @(posedge tClk)
begin
	if(Send_flag == 1 && counter < Packet_Length + 3)
	begin
		Dout = Packet[i];
		i = i + 1;
		if(counter == 0)
		begin
				Packet_Length = Packet;
				counter = counter + 1;
		end
		if(i == 8 || counter == Packet_Length + 2)
		begin
			i = 0;
			counter = counter + 1;
		end
		Busy = 1;
		Dout_Valid = 1;
	end
	else
	begin
		i = 0;
		Dout = 1'bx;
		Busy = 0;
		Dout_Valid = 0;
	end
end
endmodule
$ cat run.sh
#!/bin/bash
# OpenROAD 26Q1-2900-gdf79404cd8, Yosys 0.63+post, stock flow scripts
make -C /OpenROAD-flow-scripts/flow DESIGN_CONFIG=/design/flow/config.mk WORK_HOME=/design/flow/orfs finish
$ cat config.mk
export PLATFORM = sky130hd
export DESIGN_NAME = Transmitter
export DESIGN_NICKNAME = Transmitter
export VERILOG_FILES = /design/flow/design.v
export SDC_FILE = /design/flow/constraint.sdc
export NUM_CORES = 4
export LEC_CHECK = 1
export CORE_UTILIZATION = 50
$ cat constraint.sdc
current_design Transmitter

set clk_period 25.0
set clk_io_pct 0.2

create_clock -name clk0 -period $clk_period [get_ports {tClk}]

set non_clock_inputs [all_inputs -no_clocks]
set_input_delay [expr $clk_period * $clk_io_pct] -clock clk0 $non_clock_inputs
set_output_delay [expr $clk_period * $clk_io_pct] -clock clk0 [all_outputs]
==> run_results.csv <==
group,metric,value,unit
route,drc,0,
placed_design,dp.cells,653,
route,totalWireLength,11430,um
global_route,grt_max_degree,65,
floorplan,core,0.009729,sq mm
floorplan,rows,36,
clocking,insertion_delay,350,ps
cells_and_area,finalNonFillerCells,669,
logic_synthesis,yosysWarningCount,1,
logic_synthesis,synth_top_area_share,23.98,%
sta,clock_skew,9.856,ps
critical_path,crit_fanout,64,
cells_and_area,regArea,0.001882,sq mm
logic_synthesis,synthesis.area,0.005010,sq mm
floorplan,io_pins,13,
worst_hold_path,hp-start,"i[29]",
logic_synthesis,async_flop_share,0,%
placed_design,placed_area,0.005204,sq mm
logic_synthesis,synthCells,537,
critical_path,worst_setup_path_end_kind,"register",
placed_design,hpwl,7814,um
sta,maxSlewViolCount,0,
sta,maxSlewHeadroom,40.32,%
flow_run,warnings,27,
pwr,p_leak,1.707,nW
sta,timing.fmax,124.2,MHz
sta,rsz0062_at_grt,"false",
clocking,root_buffer,"clkbuf_8",
clocking,clk_pin_slew,90,ps
floorplan,die_x,102.1,um
logic_synthesis,synth-seq-cells,74,
logic_synthesis,synth.avg_cell_area,9.329,sq um
route,wl_per_cell,17.09,um
cells_and_area,area_growth,8.242,%
global_route,antenna_found_initial,0,
critical_path,cp-startpoint,"Packet[2]",
sta,period_minus_slack,8053,ps
cells_and_area,layout-drive-gt1-share,8.209,%
route,dr_total_vias,4064,
logic_synthesis,yosys_area,0.005010,sq mm
route,drtIter0Drc,171,
clocking,cts_resized,0,
logic_synthesis,area_leaders,"edfxtp_1 (24%), dfxtp_1 (14%), xnor2_1 (11%), nor4_1 (5.6%), nand4_1 (4.2%)",
sta,setup_violations,0,
cells_and_area,design_area,0.005423,sq mm
sta,fin_setup_tns,0,ps
clocking,cts_setup_buffers,0,
global_route,grt_pass1_vias,3741,
global_route,grt_usage,24.36,%
sta,period_used_share,32.21,%
critical_path,r2r_start,"counter[0]",
clocking,cts.sinks,74,
worst_hold_path,min_path_type,"reg -> reg",
pwr,power_density,42.92,mW/mm^2
critical_path,worst_ep_arrival_time,8160,ps
floorplan,fp_util,51.49,%
flow_run,cap_violations,0,
logic_synthesis,yosys_cells,537,
logic_synthesis,ys.flop_type,"edfxtp_1",
sta,tightest_slew,888.4,ps
pwr,ir_drop,44.40,uV
critical_path,path_class,"in -> reg",
cells_and_area,logic_area,0.002930,sq mm
logic_synthesis,top_cell,"xnor2_1",
critical_path,cp_data_required_time,25110,ps
route,vias_per_cell,6.075,
logic_synthesis,top_cells_by_count,"xnor2_1 (63), nor4_1 (45), edfxtp_1 (40), nand3_1 (39)",
pwr,total_power,0.0002327,W
route,ant_nets,0,
clocking,tritoncts,"done",
floorplan,die_h,102.1,um
logic_synthesis,yosys.stat.seqShare,37.56,%
sta,finalHoldViolCount,0,
clocking,cts_buffer_depth,2,
logic_synthesis,yosys.area.top_type,"edfxtp_1",
cells_and_area,fillerInstances,876,
clocking,cts_inserted_buffers,9,
route,insertedDiodeCount,0,
clocking,cts_hold_buf,0,
global_route,grt-ovfl-total,0,
logic_synthesis,synth_cell_types,61,
global_route,grt_pass1_wl,19010,um
logic_synthesis,enable_flop_cells,40,
placed_design,io_buffers,12,
clocking,htree_levels,3,
outcome,outcome,"finished clean",
critical_path,crit_path_start_kind,"primary input",
floorplan,die_area,0.01042,sq mm
placed_design,finalWeightedCongestion,0.8901,
route,drtPass1Iterations,4,
==> per-stage QoR <==
| stage | worst slack [ps] | utilization [%] | hold WS, ps |
|---|---|---|---|
| after floorplan | 16990 | - | 533.7 |
| after CTS | 17000 | 55.74 | 584.3 |
| after detailed placement | 16590 | 53.49 | 565.9 |
| after global routing | 16680 | 55.74 | 601.2 |
| after global placement | 16660 | 53.49 | 573.0 |
| final | 16950 | 55.74 | 583.6 |
==> sequential cells by signal, indices dropped and copies added, names as in the netlist <==
name           cells
counter           32
i                 32
Packet_Length      8
Busy               1
Dout               1
==> power breakdown <==
group / leakage, nW / switching (W) / internal (W)
Combinational: 0.961 / 0.00000173 / 0.00000216
Clock: 0.112 / 0.0000491 / 0.0000531
Sequential: 0.633 / 0.0000000170 / 0.000127
Total: 1.71 / 0.0000508 / 0.000182
==> kinds of logic after synthesis <==
group,Yosys count,synth area share [%]
AND-OR/OR-AND,56,8.068
multiplexers,14,3.546
XOR/XNOR,83,14.51
AND/OR/NAND/NOR,245,28.30
adder cells (fa/ha/maj),15,3.746
flip-flops,74,37.56
buffers and inverters,50,4.270
==> worst paths after layout <==
check	endpoint	slack (ps)	cells past startpoint
setup reg to reg	counter[1]	19910	16
hold reg to reg	i[29]	580	2
hold / removal	i[29]	580	2
setup / recovery	counter[1]	16950	11
==> critical path, cell delays in order <==
cell,delay (ps)
clkdlybuf4s50_1,430
mux2_2,290
ha_1,250
xnor2_1,160
o21a_1,210
a221o_1,250
o31ai_1,220
o2111ai_1,210
o41ai_4,90
buf_4,580
mux2_2,400
==> final cells by class <==
type	count	area share, %
inverter	14	0.9691
sequential	74	34.70
tap	133	3.069
timing repair buffer	19	3.184
multi-input combinational	413	54.04
clock buffer	10	2.746
clock inverter	6	1.292
==> metal layers <==
layer | part of all wire (%) | track usage [%] | vias to the layer above
li1 | - | - | 2028
met1 | 49 | 40.22 | 1938
met2 | 45 | 36.29 | 91
met3 | 5.0 | 4.103 | 7
met4 | 0.91 | 2.637 | 0
met5 | 0 | 0 | -
==> layout by cell type, fill, tap and decap left out, types with 3 or more instances in the layout <==
cell / n
nor4b_1: 3
xor2_1: 20
o21ai_0: 12
nand3_1: 39
nand4_1: 34
ha_1: 15
and3_1: 20
a31oi_1: 3
o2111ai_1: 3
or4_1: 5
nor2_1: 17
o21a_1: 8
nor3_1: 18
and2_1: 7
clkdlybuf4s50_1: 12
o31ai_1: 3
a21oi_1: 7
buf_4: 7
clkbuf_8: 9
nand2_1: 31
mux2_2: 9
and4_1: 4
nor3_2: 3
nand2b_1: 3
inv_1: 14
nor4_1: 45
edfxtp_1: 40
xnor2_1: 63
dfxtp_1: 34
Power figures rest on the tool's default switching activity, not on a simulated workload.
