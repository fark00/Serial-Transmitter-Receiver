[flow/design.v]
module Receiver (Dout,Dout_Valid,tClk, Receive_flag,Packet);
input tClk,Dout,Dout_Valid;
output reg [7:0] Packet;
output reg Receive_flag;
reg [7:0] data;
reg [7:0] Packet_Length = 0;
integer counter = 1;
integer i = 0;
always @(posedge tClk)
begin
	if(Dout_Valid == 1 || counter == Packet_Length + 2)
	begin
		if(Dout_Valid == 1)
		begin
			data[i] = Dout;
			i = i + 1;
		end
		else
		begin
			data[i] = 0;
			i = i + 1;
		end
		if(i == 8)
		begin
			i = 0;
			Packet = data;
			if(counter == 1) Packet_Length = data;
			counter = counter + 1;
			Receive_flag = 1;
		end
	end
	else
	begin
		i = 0;
		Receive_flag = 0;
	end
end
endmodule
[flow/constraint.sdc]
current_design Receiver

set clk_period 7.6
set clk_io_pct 0.2

create_clock -name clk0 -period $clk_period [get_ports {tClk}]

set non_clock_inputs [all_inputs -no_clocks]
set_input_delay [expr $clk_period * $clk_io_pct] -clock clk0 $non_clock_inputs
set_output_delay [expr $clk_period * $clk_io_pct] -clock clk0 [all_outputs]
[flow/config.mk]
export PLATFORM = sky130hd
export DESIGN_NAME = Receiver
export DESIGN_NICKNAME = Receiver
export VERILOG_FILES = /design/flow/design.v
export SDC_FILE = /design/flow/constraint.sdc
export NUM_CORES = 4
export LEC_CHECK = 1
export CORE_UTILIZATION = 40
[flow/run.sh]
#!/bin/bash
# OpenROAD 26Q1-2900-gdf79404cd8, Yosys 0.63+post, stock flow scripts
make -C /OpenROAD-flow-scripts/flow DESIGN_CONFIG=/design/flow/config.mk WORK_HOME=/design/flow/orfs finish
==> results.tsv <==
stage	metric	value	unit
route	drt wl/cell	15.9	um
route	DRC	0	
clock_network	post-CTS sizing	0	
run	tool warnings	27	
final_timing	TNS Setup	0	ns
floorplan	core area	14500	sq um
synthesis	ys async rst share	0	%
global_routing	GRT Util Overall	18.6	%
floorplan	Std-Cell Rows	44	
synthesis	Unique cell types	79	
final_timing	RSZ-0062 raised after global routing	no	
route	Avg Vias per Cell	5.85	
synthesis	EDFF count, synth	56	
global_routing	gr ovfl total	0	
setup_path	Worst Path Arrival	4.06	ns
route	DRT iter0 DRCs	355	
floorplan	chip area	15400	sq um
setup_path	worst-path cell chain	or4_1 > nor3_2 > nand2_1 > xnor2_1 > o311ai_0 > o2111ai_2 > nor4b_2 > mux2_1	
route	met3 WL	521	um
final_timing	max_slew headroom	44.6	%
run	Max-Cap Viols	0	
synthesis	#FFs+latches synth	89	
setup_path	Critical Path End Type	flip-flop	
power	Tot Pwr	1.10	mW
placed_design	number of buffers added on ports	11	
global_routing	largest net degree at the start of global routing	43	
placed_design	global placement routability congestion	0.916	
route	final WL	13100	um
power	pwr/cell area	171	nW/um^2
placed_design	dpl ws	3.53	ns
hold_path	Hold Crit Start	Receive_flag$_SDFFE_PP0P_	
route	met2 wire length	5840	um
setup_path	Startpoint Class	flip-flop	
synthesis	Synth Seq Share	39.4	%
final_timing	cycle use final	52.4	%
synthesis	Cell Area, Synth	5940	sq um
route	post-route ant nets	0	
setup_path	crit path kind	reg -> reg	
route	DR vias	4806	
power	P_leak	2.03	nW
floorplan	Die Wd	124	um
final_timing	Hold Slack	0.462	ns
final_timing	min Tclk post-route	3.98	ns
setup_path	WP buf/inv	0	
hold_path	hold crit path type	reg -> reg	
final_timing	Slew Limit Fails	0	
setup_path	peak fanout along the critical path	11	
synthesis	Yosys Instances	656	
floorplan	Die Y-Extent	124	um
layout	Syn-to-layout area delta	8.31	%
global_routing	first-pass GRT wire length	21800	um
route	first-pass iteration count of the detailed router	5	
setup_path	crit-path leading delay family	simple AND/OR/NAND/NOR gates	
route	top sig layer	met4	
final_timing	setup violators final	0	
clock_network	Max H-tree Level	3	
clock_network	clock sink count	89	
layout	layout cells sized above 1	7.99	%
synthesis	ys flop type	edfxtp_1	
power	Max VDD drop	0.117	mV
setup_path	crit path from	i[5]$_SDFF_PP0_	
layout	final core utilization	44.3	%
synthesis	Mapped Cells	656	
clock_network	clk latency late pin	0.35	ns
final_timing	Slew @ Worst Pin	0.823	ns
floorplan	fp util	40.9	%
global_routing	vias in the first global route	4362	
synthesis	yosys warns	1	
clock_network	setup bufs post-CTS	0	
synthesis	syn_area_per_cell	9.06	sq um
final_timing	final hold violations	0	
floorplan	Ports	12	
final_timing	setup ws final	3.62	ns
clock_network	hold buffers post-CTS	0	
clock_network	CTS tree	done	
setup_path	crit path DRT	7.68	ns
setup_path	r2r startpoint	i[5]$_SDFF_PP0_	
setup_path	CP max stage cell	or4_1	
synthesis	Yosys chip area	5940	sq um
clock_network	CTS max path bufs	2	
status	status	complete, no violations	
route	Antenna Cells	0	
clock_network	clk slew on worst S/H paths	0.07	ns
final_timing	clock skew	0.0100	ns
placed_design	estimated wirelength of the detail-placed design	9200	um
clock_network	CTS Buf Count	9	
route	Metal-1 WL	6470	um
setup_path	largest stage delay on the critical path	0.78	ns
final_timing	FMAX	0.251	GHz
clock_network	Root Driver	clkbuf_16	
global_routing	antenna violations before repair	0	
layout by cell type, fill, tap and decap left out, types with 6 or more instances in the layout:
master,instances
or4_1,12
or3_1,9
o21ai_0,12
nand3_1,36
a21oi_1,12
mux2_1,8
nand4_1,24
nor2_1,65
nand2_1,45
nor3_1,33
dfxtp_1,33
edfxtp_1,56
and2_1,9
nor2b_1,6
inv_1,17
a31oi_1,6
xor2_1,25
clkbuf_16,9
mux2i_1,6
clkdlybuf4s50_1,11
xnor2_1,51
nor4_1,18
and3_1,18
layout make-up:
class                           count  area [sq um]
Multi-Input combinational cell    501          3350
Sequential cell                    89          2340
Fill cell                        1349          8100
Inverter                           17          63.8
Clock inverter                      7          86.3
Clock buffer                        9           225
Tap cell                          184           230
Timing Repair Buffer               15           140
cells in the mapped netlist (4+ instances only):
library cell | number | area share [%]
a211oi_1 | 5 | 0.63
a21oi_1 | 12 | 1.0
a31oi_1 | 6 | 0.63
and2_1 | 9 | 0.95
and3_1 | 18 | 1.9
and4_1 | 5 | 0.74
buf_2 | 4 | 0.34
clkbuf_1 | 41 | 2.6
dfxtp_1 | 33 | 11
edfxtp_1 | 56 | 28
ha_1 | 5 | 1.1
inv_1 | 17 | 1.1
mux2_1 | 8 | 1.5
mux2i_1 | 6 | 1.0
nand2_1 | 45 | 2.8
nand3_1 | 36 | 3.0
nand4_1 | 24 | 2.5
nor2_1 | 65 | 4.1
nor2b_1 | 6 | 0.63
nor3_1 | 33 | 2.8
nor4_1 | 18 | 1.9
nor4_2 | 5 | 1.1
nor4b_1 | 4 | 0.59
o211ai_1 | 4 | 0.51
o21ai_0 | 12 | 1.0
o31ai_1 | 4 | 0.51
or2_2 | 4 | 0.42
or3_1 | 9 | 0.95
or4_1 | 12 | 1.5
or4b_2 | 4 | 0.67
xnor2_1 | 51 | 7.5
xor2_1 | 25 | 3.7
cell families (layout without fill, tap and decap cells):
logic type      after synthesis  in the layout  synth area share, %
fa+ha+maj                     5              5                 1.05
flops                        89             89                 39.4
buf+inv                      66             48                 4.38
simple gates                320            320                 30.2
mux                          16             16                 2.90
xor+xnor                     77             77                 11.6
compound gates               83             83                 10.4
power by group:
group | total [mW] | switching (mW) | internal [mW]
combinational | 0.123 | 0.0759 | 0.0471
clock | 0.462 | 0.201 | 0.261
sequential | 0.517 | 0.00411 | 0.513
total | 1.10 | 0.281 | 0.822
flip-flops by register name, indices dropped and copies added, names as in the netlist:
name,flops
Packet,8
Packet_Length,8
Receive_flag,1
counter,32
data,8
i,32
worst register-to-register path, cell delays in order, from the launching register on:
cell       delay (ns)
dfxtp_1          0.42
or4_1            0.78
nor3_2           0.38
nand2_1          0.29
xnor2_1          0.24
o311ai_0         0.42
o2111ai_2        0.38
nor4b_2          0.42
mux2_1           0.40
metal layers:
layer,vias to the layer above,global-route usage (%)
met2,101,28.4
met5,-,0
li1,2390,-
met3,15,3.27
met1,2300,29.0
met4,0,2.60
path summary, 6_finish.rpt:
check	endpoint	slack, ns	cells past startpoint
max	Packet[7]$_DFFE_PP_	3.62	8
min	Receive_flag$_SDFFE_PP0P_	0.46	1
max reg2reg	Packet[7]$_DFFE_PP_	3.62	8
min reg2reg	Receive_flag$_SDFFE_PP0P_	0.46	1
stage by stage:
| step | std cells | cell area, sq um |
|---|---|---|
| 4_1_cts | 822 | 6440 |
| 6_report | 822 | 6440 |
| 5_1_grt | 822 | 6440 |
| 3_3_place_gp | 806 | 6130 |
| 3_5_place_dp | 806 | 6130 |
| 2_1_floorplan | 656 | 5940 |
Power is estimated from default activity; no workload was simulated.
